File: ./config.mk
export PLATFORM = sky130hd
export DESIGN_NAME = Processor
export DESIGN_NICKNAME = Processor
export VERILOG_FILES = /design/flow/design.v
export SDC_FILE = /design/flow/constraint.sdc
export NUM_CORES = 4
export LEC_CHECK = 1
export CORE_UTILIZATION = 30
export SYNTH_HDL_FRONTEND = slang
File: ./constraint.sdc
current_design Processor

set clk_period 4.9
set clk_io_pct 0.2

create_clock -name clk0 -period $clk_period [get_ports {CLK}]

set non_clock_inputs [all_inputs -no_clocks]
set_input_delay [expr $clk_period * $clk_io_pct] -clock clk0 $non_clock_inputs
set_output_delay [expr $clk_period * $clk_io_pct] -clock clk0 [all_outputs]
File: ./design.v
module ALU (A , B, Select, Out, Is0);
	input signed [31:0] A;              
   input signed [31:0] B;
	input [3:0] Select;
	output reg signed  [31:0] Out;
	output Is0;	
parameter NOT_A = 3'b000;
parameter A_AND_B = 3'b001;
parameter A_XOR_B = 3'b010;
parameter A_OR_B = 3'b011;
parameter DEC_A = 3'b100;
parameter A_ADD_B = 3'b101;
parameter A_SUB_B = 3'b110;
parameter INC_A = 3'b111;
parameter SLT = 4'b1000;
always @(*) 
	begin
		case(Select) 
				NOT_A: 
						Out = ~A;
				A_AND_B: 
						Out = A & B;
				A_XOR_B: 
						Out = A ^ B;
				A_OR_B:  
						Out = A | B;
				DEC_A:
						begin
							Out = A - 1;
						end
				A_ADD_B: 
						begin
							Out = A + B;
						end
				A_SUB_B:
						begin
							Out = A - B;
						end
				INC_A:
						begin
							Out = A + 1;
						end
				SLT:
						begin
							if (A < B) Out = 1'b1;
							else Out = 32'b0;
						end
		endcase
	end
assign Is0 = (Out==32'b0) ? 1'b1: 1'b0;
endmodule
module ALU_Control(ALUOp, ALUControl);
input [2:0] ALUOp;
output reg [3:0] ALUControl;
parameter AND = 3'b000;
parameter OR = 3'b001;
parameter ADD =  3'b010;
parameter SUB = 3'b011;
parameter SLT =  3'b100;
always @(*)
	begin
		case(ALUOp)
			AND:
				begin
					ALUControl = 4'b0001;
				end
			OR:  
				begin
					ALUControl = 4'b0011;
				end
			ADD: 
				begin
					ALUControl = 4'b0101;
				end
			SUB: 
				begin
					ALUControl = 4'b0110;
				end
			SLT: 
				begin
					ALUControl = 4'b1000;
				end
		endcase
	end
endmodule
module Adder (input1,input2,out);
  input [31:0] input1, input2;
	output [31:0] out;
	assign out=input1+input2;
endmodule
module Control_Unit(In_Opcode,In_Is0,RegDst, RegWrite, ALUSrc, ALUOp, 
					 MemWrite, MemRead,MemToReg, PCSrc, JumpPC);
output reg RegDst, RegWrite, ALUSrc,  MemWrite, MemRead, MemToReg, PCSrc, JumpPC;
output reg [2:0] ALUOp;
input In_Is0;
input [5:0] In_Opcode;
parameter BEQ = 6'b000000;
parameter ADD = 6'b000001;
parameter SW =  6'b000010;
parameter SUB = 6'b000011;
parameter LW =  6'b000100;
parameter AND = 6'b000101;
parameter SLT = 6'b000110;
parameter OR =  6'b000111;
parameter JUMP =  6'b001000;
always @(*) 
	begin
		case(In_Opcode)
				BEQ:
						begin
							 JumpPC = 1'b0;
							 RegDst = 1'bx;
							 RegWrite = 1'b0;
							 ALUSrc = 1'b0;
							 MemWrite = 1'b0;
							 MemRead = 1'b0;
							 MemToReg = 1'bx;
							 ALUOp = 3'b011;
							 if(In_Is0 == 1 ) PCSrc = 1'b1;
							 else PCSrc = 1'b0;
						end
				ADD:
						begin
							 JumpPC = 1'b0;
							 PCSrc = 1'b0;
							 RegDst = 1'b1;
							 RegWrite = 1'b1;
							 ALUSrc = 1'b0;
							 MemWrite = 1'b0;
							 MemRead = 1'b0;
							 MemToReg = 1'b0;
							 ALUOp = 3'b010;
						end
				SW:
						begin
						    JumpPC = 1'b0;
							 PCSrc = 1'b0;
							 RegDst = 1'bx;
							 RegWrite = 1'b0;
							 ALUSrc = 1'b1;
							 MemWrite = 1'b1;
							 MemRead = 1'b0;
							 MemToReg = 1'bx;
							 ALUOp = 3'b010;
						end
				SUB:
						begin
						    JumpPC = 1'b0;
							 PCSrc = 1'b0;
							 RegDst = 1'b1;
							 RegWrite = 1'b1;
							 ALUSrc = 1'b0;
							 MemWrite = 1'b0;
							 MemRead = 1'b0;
							 MemToReg = 1'b0;
							 ALUOp = 3'b011;
						end
				LW:
						begin
						    JumpPC = 1'b0;
						    PCSrc = 1'b0;
							 RegDst = 1'b0;
							 RegWrite = 1'b1;
							 ALUSrc = 1'b1;
							 MemWrite = 1'b0;
							 MemRead = 1'b1;
							 MemToReg = 1'b1;
							 ALUOp = 3'b010;
						end
				AND: 
						begin
						    JumpPC = 1'b0;
							 PCSrc = 1'b0;
							 RegDst = 1'b1;
							 RegWrite = 1'b1;
							 ALUSrc = 1'b0;
							 MemWrite = 1'b0;
							 MemRead = 1'b0;
							 MemToReg = 1'b0;
							 ALUOp = 3'b000;
						end
				SLT:
						begin
						    JumpPC = 1'b0;
							 PCSrc = 1'b0;
							 RegDst = 1'b1;
							 RegWrite = 1'b1;
							 ALUSrc = 1'b0;
							 MemWrite = 1'b0;
							 MemRead = 1'b0;
							 MemToReg = 1'b0;
							 ALUOp = 3'b100;
						end
				OR:
						begin
						    JumpPC = 1'b0;
							 PCSrc = 1'b0;
							 RegDst = 1'b1;
							 RegWrite = 1'b1;
							 ALUSrc = 1'b0;
							 MemWrite = 1'b0;
							 MemRead = 1'b0;
							 MemToReg = 1'b0;
							 ALUOp = 3'b001;
						end
			  JUMP:
			  			begin
						    JumpPC = 1'b1;
							 PCSrc = 1'b0;
							 RegDst = 1'bx;
							 RegWrite = 1'b0;
							 ALUSrc = 1'bx;
							 MemWrite = 1'b0;
							 MemRead = 1'b0;
							 MemToReg = 1'bx;
							 ALUOp = 3'bxxx;
						end
		endcase
	end
endmodule
module Controller(In_Opcode,In_Is0,RegDst, RegWrite, ALUSrc, ALUControl, 
					 MemWrite, MemRead,MemToReg, PCSrc, JumpPC);
output wire RegDst, RegWrite, ALUSrc,  MemWrite, MemRead, MemToReg, PCSrc, JumpPC;
input In_Is0;
input [5:0] In_Opcode;
output  wire [3:0] ALUControl;
wire [2:0] ALUOp;
Control_Unit CU(In_Opcode,In_Is0,RegDst, RegWrite, ALUSrc, ALUOp, MemWrite, MemRead,MemToReg, PCSrc, JumpPC);
ALU_Control AC(ALUOp, ALUControl);		
endmodule
module DataMemory (
    input  [31:0] Address, 
    input  [31:0] WriteData, 
    output [31:0] ReadData,  
    input  WriteEn,           
    input  ReadEn,         
    input  Clock
);
reg [31:0] DMem [31 : 0];
always @(negedge Clock) begin
   if (WriteEn == 1'b1 && ReadEn == 1'b0) DMem[Address] = WriteData;
end 		
assign	ReadData = (ReadEn == 1'b1 && WriteEn == 1'b0) ? DMem[Address] : 32'bz;
endmodule
module Datapath(JumpPC,CLK, RegDst, RegWrite, ALUSrc, ALUControl, 
					 MemWrite, MemRead,MemToReg,  PCSrc,  Out_R_8,  Out_IM , In_Is0, In_Opcode, Out_PC, Reset, Out_R_10,Out_R_11 );
input CLK, RegDst, RegWrite,ALUSrc, MemWrite, MemRead,MemToReg, PCSrc, JumpPC, Reset;
input [3:0] ALUControl;
output wire [31:0]  Out_R_8 ,Out_IM ,Out_PC, Out_R_10, Out_R_11;
output wire [5:0] In_Opcode;
output wire In_Is0;
wire [4:0] Out_Mux5bit;
wire [31:0] Out_Mux_Mem;
wire [31:0] Out_Mux_Reg;
wire [31:0] Out_Reg_1;
wire [31:0] Out_Reg_2;
wire [31:0] Out_SignExtend;
wire [31:0] Out_Mux_ALUSrc;
wire [31:0] Out_ALU;
wire [31:0] Out_Mem;
wire [31:0] Out_InMem;
wire [31:0] Out_Mux_PC;
wire [31:0] Out_adder_1, Out_adder_2;
wire [31:0] Out_SLT;
wire [27:0] Out_Left_28bit;
wire [31:0] Out_Mux_Branch;
In_Mem IM(Out_PC, Out_InMem);
PC PCC(CLK, Out_Mux_PC, Out_PC, Reset);
Adder ad_1(Out_PC, 4,Out_adder_1);
Shift_Left_Two SLT(Out_SLT, Out_SignExtend);
Adder ad_2(Out_SLT, Out_adder_1 ,Out_adder_2);
Shift_Left_Two_28bit SLT28(Out_Left_28bit, Out_InMem[25:0]);
Mux_2to1 Mux32_3(Out_adder_1,Out_adder_2, PCSrc, Out_Mux_Branch);
Mux_2to1 Mux32_4(Out_Mux_Branch,{Out_adder_1[31:28],Out_Left_28bit}, JumpPC, Out_Mux_PC);
Mux_2to1_5bit Mux5(Out_InMem[20:16], Out_InMem[15:11], RegDst, Out_Mux5bit);
RegisterFile RegF(Out_InMem[25:21], Out_InMem[20:16], Out_Mux5bit, Out_Mux_Mem, Out_Reg_1, Out_Reg_2, RegWrite, CLK, Out_R_8,Out_R_10, Out_R_11);
SignExtend SignE(Out_InMem[15:0] , Out_SignExtend);
Mux_2to1 Mux32_1(Out_Reg_2, Out_SignExtend, ALUSrc, Out_Mux_ALUSrc);
ALU ALU_X(Out_Reg_1, Out_Mux_ALUSrc, ALUControl[3:0], Out_ALU, In_Is0);
DataMemory DMem(Out_ALU, Out_Reg_2, Out_Mem, MemWrite, MemRead, CLK);  
Mux_2to1 Mux32_2(Out_ALU, Out_Mem, MemToReg, Out_Mux_Mem);
assign Out_IM = Out_InMem;
assign In_Opcode = Out_InMem[31:26];
endmodule
module In_Mem (
    input [31:0] Address,
    output [31:0] Out
);
reg [7:0] InMem [31:0];
    initial begin
		$readmemb("Machinecode.txt", InMem);
    end
assign Out = {InMem[Address+3], InMem[Address+2], InMem[Address+1], InMem[Address]};
endmodule
module Mux_2to1 (A, B , Select, Out);
	input [31:0] A;              
   input [31:0] B;
	input  Select;
	output reg [31:0] Out;
parameter In_0 = 1'b0;
parameter In_1 = 1'b1;
always @(*)
begin
	case(Select)
	In_0:
			Out = A;
	In_1: 
			Out = B;
	endcase
end
endmodule
module Mux_2to1_5bit (A, B , Select, Out);
	input [4:0] A;              
   input [4:0] B;
	input  Select;
	output reg [4:0] Out;
parameter In_0 = 1'b0;
parameter In_1 = 1'b1;
always @(*)
begin
	case(Select)
	In_0:
			Out = A;
	In_1: 
			Out = B;
	endcase
end
endmodule
module PC (CLK, In, Out, Reset);
input CLK, Reset;
input [31: 0] In;
output reg [31:0] Out;
 always@(posedge CLK or posedge Reset)
  begin
		if(Reset) Out = 32'b0;
		else Out = In;
  end
endmodule
module Processor (CLK, Out_R_8,  Out_IM ,
						In_Opcode, ALUControl, In_Is0, Out_PC, Reset, Out_R_10,Out_R_11 );
input wire CLK, Reset; 
output wire [31:0] Out_R_8 , Out_IM , Out_PC, Out_R_11, Out_R_10;
wire RegDst, RegWrite,ALUSrc, MemWrite, MemRead,MemToReg, PCSrc, JumpPC;
output wire [5:0] In_Opcode;
output wire [3:0] ALUControl;
output wire In_Is0;
Datapath DATAPATH_UNIT(JumpPC,CLK, RegDst, RegWrite, ALUSrc, ALUControl, 
					 MemWrite, MemRead,MemToReg,PCSrc,  Out_R_8 , Out_IM , In_Is0, In_Opcode, Out_PC, Reset, Out_R_10, Out_R_11);
Controller  CONTROLLER_UNIT(In_Opcode,In_Is0,RegDst, RegWrite, ALUSrc, ALUControl, 
					 MemWrite, MemRead,MemToReg, PCSrc, JumpPC);
endmodule
module RegisterFile (
  input  [4:0] ReadAddress1,
  input  [4:0] ReadAddress2,
  input  [4:0] WriteAddress,
  input  [31:0] WriteData,
  output  [31:0] ReadData1,
  output  [31:0] ReadData2,
  input  ReadWriteEn,
  input CLK,
  output [31:0] Reg_8,
  output [31:0] Reg_10,
  output [31:0] Reg_11
);
  reg [31:0] registers [0:31];
initial begin
  registers[5'b00000] = 32'b0;
  registers[5'b00001] = 32'b00000000000000000000000000000001;
  registers[5'b00101] = 32'b00000000000000000000000000000011;   
  registers[5'b01010] = 32'b0;   
end
assign	ReadData1 = registers[ReadAddress1];
assign	ReadData2 = registers[ReadAddress2];
  always @(negedge CLK) begin
    if (ReadWriteEn) begin
        registers[WriteAddress] = WriteData;
      end
end
assign Reg_8 = registers[8];
assign Reg_10 = registers[10];
assign Reg_11 = registers[11];
endmodule
module Shift_Left_Two(output [31:0] Output,input[31:0] Input);
  assign Output={Input[29:0] ,2'b00};
endmodule
module Shift_Left_Two_28bit(output [27:0] Output,input[25:0] Input);
  assign Output={Input,2'b00};
endmodule
module SignExtend (
  input signed [15:0] IN,
  output reg signed [31:0] OUT
);
  always @* begin
    OUT = {{16{IN[15]}}, IN};
  end
endmodule
File: ./run.sh
#!/bin/bash
# OpenROAD 26Q1-2900-gdf79404cd8, Yosys 0.63+post, stock flow scripts
make -C /OpenROAD-flow-scripts/flow DESIGN_CONFIG=/design/flow/config.mk WORK_HOME=/design/flow/orfs finish
==> reports/results.ini <==
[logic_synthesis]
postSynthCellCount = 261
flop_cell = dfrtp_1
top_cells_by_count = buf_4, dfrtp_1, xor2_1, nand2_1, xnor2_1
async_flop_share_pct = 100
ys.warnings.count = 0
synth-seq-area-share_pct = 30.0
synth-edff-count = 0
ys_ff = 30
syn_avg_cell_area_sq_um = 9.57
ys_cells = 261
syn-cell-area_sq_um = 2500
ys_area_sq_um = 2500
top_cells_by_area = buf_4, dfrtp_1, xor2_1, xnor2_1, nor3_2
yosysTopAreaCell = buf_4
top_cell = buf_4
top_area_share_pct = 42.4
yosysUniqueCellTypes = 25

[layout]
drive_above_1_share_pct = 7.09
postLayoutCoreUtil_pct = 31.1
area_delta_synth_final_pct = -1.85
largest_reg_flops = 30

[placed_design]
place_congestion = 0.794
dpl.hpwl_um = 2560
port_buffers = 31

[drt]
insertedDiodeCount = 0
wl_per_cell_um = 8.43
wirelength_um = 3350
viasPerCell = 3.39
drt_iter0_markers = 40
antenna_left = 0
vias = 1348
drcViolationCount = 0
dr.pass1.iters = 4

[clock_network]
clockBufferDepth = 2
h-tree-depth = 2
cts_setup_buffers = 0
clock_latency_ns = 0.28
cts_sinks = 30
cts_buffers = 5
cts_root_buffer = clkbuf_8
cts_tree = done
clkSlewWorstSetupHoldPaths_ns = 0.06
cts_hold_buffers = 0
cts_resized = 0

[floorplanning]
die_w_um = 93.3
rows = 32
fp_util_pct = 31.7
io_pins = 173
die_area_sq_um = 8700
core_sq_um = 7890
die_h_um = 93.3

[sta]
rsz0062_at_grt = false
worst_pin_slew_ns = 0.672
setup-tns-final_ns = 0
fmax_mhz = 447
period_minus_slack_ns = 2.24
setup_viol = 0
max-slew-margin-rel_pct = 55.1
finalClockSkew_ns = 0.00178
finalHoldViolations = 0
slew_viol_final = 0
fin_crit_sh_pct = 45.7

[pwr]
p_per_area_nw_per_um2 = 179
p_leak_nw = 1.33
vdd_ir_drop_max_mv = 0.0862

[worst_setup_path]
path_delay_family = buffers and inverters
timing.rr.end = DATAPATH_UNIT.PCC.Out[30]$_DFF_PP0_
timing.rr.start = DATAPATH_UNIT.PCC.Out[4]$_DFF_PP0_
crit_chain = clkdlybuf4s50_1
cp_slowest_stage_delay_ns = 0.51
critPathSlowestCell = clkdlybuf4s50_1
crit_required_ns = 3.92
rrSetupSlack_ns = 2.89
arrival_ns = 1.26
cp-end-kind = output port
cp-start-kind = flip-flop
path_buffers = 1
r2r_cells = 4
path_max_fanout = 6
critPathKind = flip-flop to output port

[grt]
grt_overflow_total = 0
grt_pass1_vias = 1038
grt_max_degree = 31
groute.usage.overall_pct = 7.34
antenna_found_initial = 0
grt_pass1_wl_um = 5090

[min_path]
hp-class = flip-flop to flip-flop
hold_path.startpoint = DATAPATH_UNIT.PCC.Out[31]$_DFF_PP0_
holdPathEnd = DATAPATH_UNIT.PCC.Out[31]$_DFF_PP0_
whs_path_depth = 1

[run_status]
status = finished, final reports clean

[job]
log.warning_count = 25
drv_cap = 0

[layout by cell type (no fill, tap or decap), drive strengths merged, types with 2 or more instances in the layout]
cell,count
conb,141
clkdlybuf4s50,31
dfrtp,30
xor2,18
nand2,11
xnor2,10
nor3,10
nand3,7
clkbuf,7
inv,6
nor2,6
nand4,6
nor4,5
and3,2
[cell families after synthesis]
family,after synthesis,share of synthesized area (%)
buffers and inverters,150,44.7
AND/OR/NAND/NOR,51,14.8
flip-flops,30,30.0
XOR/XNOR,28,9.81
adder cells (fa/ha/maj),1,0.501
other,1,0.150
[per-layer routing]
layer  vias to the layer above  wire length [um]  track usage (%)
met2                        94              1670             12.0
met5                         -                 0                0
met4                         0                57             1.28
met1                       632              1270             10.2
li1                        614                 -                -
met3                         8               354             1.65
[report_power, final]
group | total (mW) | switching [mW] | internal (mW)
clock network | 0.181 | 0.0839 | 0.0974
registers | 0.248 | 0 | 0.248
logic | 0.00870 | 0.00742 | 0.00128
total | 0.438 | 0.0913 | 0.347
[worst max path at each step]
stage,from,endpoint,slack (ns),cells past startpoint
5_1_grt,DATAPATH_UNIT.PCC.Out[10]$_DFF_PP0_,Out_PC[10],2.61,1
4_1_cts,DATAPATH_UNIT.PCC.Out[26]$_DFF_PP0_,Out_PC[26],2.65,1
6_report,DATAPATH_UNIT.PCC.Out[10]$_DFF_PP0_,Out_PC[10],2.66,1
[stage by stage]
| step | hold WS (ns) | instances | setup slack, ns | power [mW] | cell area, sq um |
|---|---|---|---|---|---|
| 2_1_floorplan | 0.414 | 401 | 3.19 | 0.336 | 3020 |
| 3_3_place_gp | 0.455 | 391 | 2.95 | 0.264 | 2380 |
| 3_5_place_dp | 0.459 | 391 | 2.90 | 0.262 | 2380 |
| 4_1_cts | 0.469 | 398 | 2.65 | 0.444 | 2450 |
| 5_1_grt | 0.490 | 398 | 2.61 | 0.462 | 2450 |
| 6_report | 0.463 | 398 | 2.66 | 0.438 | 2450 |
[area by class of cell]
type,instances,area (sq um)
Timing Repair Buffer,32,318
Multi-Input combinational cell,221,1160
Tap cell,102,128
Inverter,6,22.5
Sequential cell,30,751
Clock buffer,7,76.3
Fill cell,811,5440
Power and IR drop assume default switching activity.
